$ cat /design/flow/design.v
`timescale 1ns / 1ps
module async_memory(
	input clock,
	input reset,
	input		[31:0]	addr_in,
	output	[31:0]	data_out,
	input		[31:0]	data_in,
	input		[1:0]		size_in,  
	input					we_in,
	input					re_in
	);
	parameter	MEM_ADDR = 16'h1000;
	parameter	DO_INIT = 0;
	parameter	INIT_PROGRAM0 = "c:/altera/11.1sp1/141/hello_world.data_ram0.memh";
	parameter	INIT_PROGRAM1 = "c:/altera/11.1sp1/141/hello_world.data_ram1.memh";
	parameter	INIT_PROGRAM2 = "c:/altera/11.1sp1/141/hello_world.data_ram2.memh";
	parameter	INIT_PROGRAM3 = "c:/altera/11.1sp1/141/hello_world.data_ram3.memh";
	reg	[256*8:1] file_init0, file_init1, file_init2, file_init3;
	localparam NUM_WORDS = 1024;
	localparam NUM_WORDS_LOG = 10;
	initial begin
		if (DO_INIT == 1) begin
			$readmemh(INIT_PROGRAM0, mem0);
			$readmemh(INIT_PROGRAM1, mem1);
			$readmemh(INIT_PROGRAM2, mem2);
			$readmemh(INIT_PROGRAM3, mem3);
		end
	end
	reg [7:0] mem3	[0:NUM_WORDS-1];  
	reg [7:0] mem2	[0:NUM_WORDS-1];  
	reg [7:0] mem1	[0:NUM_WORDS-1];  
	reg [7:0] mem0	[0:NUM_WORDS-1];  
	reg	[31:0]	rd;
	assign data_out = rd;
	always @(*) begin
		rd[31:24] <= mem3[addr_in[2+NUM_WORDS_LOG-1:2]];		
		rd[23:16] <= mem2[addr_in[2+NUM_WORDS_LOG-1:2]];		
		rd[15:8] <= mem1[addr_in[2+NUM_WORDS_LOG-1:2]];		
		rd[7:0] <= mem0[addr_in[2+NUM_WORDS_LOG-1:2]];		
	end
	always @(negedge clock) begin
		rd[31:24] <= mem3[addr_in[2+NUM_WORDS_LOG-1:2]];		
		rd[23:16] <= mem2[addr_in[2+NUM_WORDS_LOG-1:2]];		
		rd[15:8] <= mem1[addr_in[2+NUM_WORDS_LOG-1:2]];		
		rd[7:0] <= mem0[addr_in[2+NUM_WORDS_LOG-1:2]];		
	end
	reg [3:0] rowWE;
	always @(*) begin
		case(size_in)
			2'b00: rowWE <= { addr_in[1:0] == 3, addr_in[1:0] == 2, addr_in[1:0] == 1, addr_in[1:0] == 0 };
			2'b01: rowWE <= { {2{addr_in[1:0] == 2}}, {2{addr_in[1:0]==0}}};
			2'b10: rowWE <= 4'b0000;  
			2'b11: rowWE <= { {4{addr_in[1:0] == 0}} };
		endcase
	end
	reg	[31:0]	write_data;
	always @(*) begin
		case(size_in)
			2'b00: write_data <= {data_in[7:0], data_in[7:0], data_in[7:0], data_in[7:0]};
			2'b01: write_data <= {data_in[15:0], data_in[15:0]};
			default: write_data <= data_in[31:0];
		endcase
	end
	always @(posedge clock) begin
		if (reset) begin
		end else begin
			if (we_in && (addr_in[31:16] == MEM_ADDR)) begin
				if (rowWE[3]) mem3[addr_in[2+NUM_WORDS_LOG-1:2]] <= write_data[31:24];
				if (rowWE[2]) mem2[addr_in[2+NUM_WORDS_LOG-1:2]] <= write_data[23:16];
				if (rowWE[1]) mem1[addr_in[2+NUM_WORDS_LOG-1:2]] <= write_data[15:08];
				if (rowWE[0]) mem0[addr_in[2+NUM_WORDS_LOG-1:2]] <= write_data[07:00];
			end
		end
	end
endmodule
`timescale 1ns / 1ps
module data_memory(
	input clock,
	input reset,
	input		[31:0]	addr_in,
	input		[31:0]	writedata_in,
	input					re_in,
	input					we_in,
	input		[1:0]		size_in,
	output	reg [31:0]	readdata_out,
	input		[7:0]		serial_in,
	input					serial_ready_in,
	input					serial_valid_in,
	output	[7:0]		serial_out,
	output				serial_rden_out,
	output				serial_wren_out
);
parameter INIT_PROGRAM0 = "/home/ak1103/arc/project2/mips/test/data_ram0.memh";
parameter INIT_PROGRAM1 = "/home/ak1103/arc/project2/mips/test/data_ram1.memh";
parameter INIT_PROGRAM2 = "/home/ak1103/arc/project2/mips/test/data_ram2.memh";
parameter INIT_PROGRAM3 = "/home/ak1103/arc/project2/mips/test/data_ram3.memh";
	wire	[31:0]	data_readdata_serial;
	wire	[31:0]	data_readdata_data;
	wire	[31:0]	data_readdata_stack;
	always @(*) begin
		case(addr_in[31:16])
			16'h1000:
				readdata_out <= data_readdata_data;
			16'h7fff:
				readdata_out <= data_readdata_stack;
			16'hffff:
				readdata_out <= data_readdata_serial;
			default:
				readdata_out <= 32'b0;
		endcase
	end
	async_memory
		#(
		.MEM_ADDR(16'h1000),
		.DO_INIT(1),
		.INIT_PROGRAM0(INIT_PROGRAM0),
		.INIT_PROGRAM1(INIT_PROGRAM1),
		.INIT_PROGRAM2(INIT_PROGRAM2),
		.INIT_PROGRAM3(INIT_PROGRAM3)
		)
		data_seg
		(
		.clock(clock),
		.reset(reset),
		.addr_in(addr_in),
		.size_in(size_in),
		.data_out(data_readdata_data),
		.re_in(re_in),
		.data_in(writedata_in),
		.we_in(we_in)
	);
	async_memory
		#(
		.MEM_ADDR(16'h7fff)
		)
		stack_seg
		(
		.clock(clock),
		.reset(reset),
		.addr_in(addr_in),
		.size_in(size_in),
		.data_out(data_readdata_stack),
		.re_in(re_in),
		.data_in(writedata_in),
		.we_in(we_in)
	);
	serial_buffer	
		#(
		.MEM_ADDR(16'hffff)
		)
		ser
		(
		.clock(clock),
		.reset(reset),
		.addr_in(addr_in),
		.data_out(data_readdata_serial),
		.re_in(re_in),
		.data_in(writedata_in),
		.we_in(we_in),
		.s_data_valid_in(serial_valid_in),
		.s_data_ready_in(serial_ready_in),
		.s_data_in(serial_in),
		.s_rden_out(serial_rden_out),
		.s_data_out(serial_out),
		.s_wren_out(serial_wren_out)
	);
endmodule
`timescale 1ns / 1ps
module serial_buffer	(
	input	clock,
	input	reset,
	input [31:0] addr_in,
	output reg [31:0] data_out,
	input	re_in,
	input [31:0] data_in,
	input we_in,
	input	s_data_valid_in,  
	input [7:0] s_data_in,
	input	s_data_ready_in,  
	output s_rden_out,
	output [7:0] s_data_out,
	output s_wren_out
	);
	parameter MEM_ADDR = 16'hffff;
	always @(*) begin
		case(addr_in[3:2])
			2'h0:
				data_out = {31'b0, s_data_valid_in};
			2'h1:
				data_out = {24'b0, s_data_in};
			2'h2:
				data_out = {31'b0, s_data_ready_in};
			2'h3:
				data_out = {32'b0};
		endcase
	end
	reg	read_en;
	reg	write_en;
	reg [7:0] sbyte;
	assign s_rden_out = read_en;
	assign s_wren_out = write_en;
	assign s_data_out = sbyte;
	always @(posedge clock) begin
		if (reset) begin
			read_en <= 1'b0;
			write_en <= 1'b0;
			sbyte <= 8'b0;
		end else begin
			read_en <= 1'b0;
			write_en <= 1'b0;
			if (addr_in[31:16] == MEM_ADDR) begin
				if (re_in && (addr_in[3:2] == 2'h1)) begin  
					read_en <= 1'b0;
				end
				if (we_in && (addr_in[3:2] == 2'h3)) begin  
					sbyte <= data_in[7:0];
					write_en <= 1'b1;
				end
			end
		end
	end
endmodule
$ cat /design/flow/run.sh
#!/bin/bash
# OpenROAD 26Q1-2900-gdf79404cd8, Yosys 0.63+post, stock flow scripts
make -C /OpenROAD-flow-scripts/flow DESIGN_CONFIG=/design/flow/config.mk WORK_HOME=/design/flow/orfs finish
$ cat /design/flow/config.mk
export PLATFORM = sky130hd
export DESIGN_NAME = data_memory
export DESIGN_NICKNAME = data_memory
export VERILOG_FILES = /design/flow/design.v
export SDC_FILE = /design/flow/constraint.sdc
export NUM_CORES = 4
export LEC_CHECK = 1
export CORE_AREA = 10 10 70 70
export DIE_AREA = 0 0 80 80
export SYNTH_HDL_FRONTEND = slang
export SYNTH_MEMORY_MAX_BITS = 65536
$ cat /design/flow/constraint.sdc
current_design data_memory

set clk_period 4.6
set clk_io_pct 0.2

create_clock -name clk0 -period $clk_period [get_ports {clock}]

set non_clock_inputs [all_inputs -no_clocks]
set_input_delay [expr $clk_period * $clk_io_pct] -clock clk0 $non_clock_inputs
set_output_delay [expr $clk_period * $clk_io_pct] -clock clk0 [all_outputs]
==> changes_impl.md <==
## Implementation

* Critical path peak fanout at 9
* Finished Core Util at 0.3520
* CTS resizes at 0
* Row cnt at 21
* Period utilization at 0.8670
* Worst R2R Setup Slack at approximately 4.0 ns
* Max Root-Sink Buffers at 2
* Yosys cell count at 85
* CP Buf/Inv Count at 2
* Wire length on met1 at just under 1000 um
* Setup crit end kind: primary output
* Tally of filler cells in the layout at approximately 360
* MUX area fraction at 0.01452
* Io pins at between 100 and 150
* Total GRT Usage at 0.07214
* Placed insts at approximately 180
* Slew @ Worst Pin at roughly 0.56 ns
* Total Power at roughly 0.18 mW
* Antenna violations before repair at 0
* Mean Syn Cell Area at roughly 8.1 sq um
* Placed cell areas at 1176 sq um
* Area added between synthesis and finish at 74.41%
* Routed Antenna Nets at 0
* Hold Fails Final Rpt at 0
* # DRC at 0
* XOR Share, Synth at 0
* Cell mode on critical path: clkdlybuf4s50_1
* WL/cell at 13.39 um
* CP Class: in2out
* Die Y at 80 um
* CP Launch Type: primary input
* Setup bufs post-CTS at 0
* Vias in the first global route at roughly 770
* Slew margin rel. at 0.6234
* Log Warnings at about 66
* Dpl ws at approximately 0.58 ns
* Vias per Instance at roughly 3.9
* Top sig layer: met3
* Largest net degree at the start of global routing at 13
* Die area at ~6400 sq um
* Worst hold slack at 0.4768 ns
* TritonCTS clock tree: yes
* Fin worst setup slack at approximately 0.61 ns
* H-tree Lvls at 1
* Via count of the routed design at around 730
* Hold-fix buffer count after cts at 0
* Initial Util at 0.2018
* Critical Path Slowest Stage Cell: nor4_4
* Post-route design area at between 1000 and 1500 sq um
* Clk root buf: clkbuf_4
* Post-synth area from yosys stat at about 690 sq um
* Pwr Density at around 150 nW/um^2
* Setup TNS at 0 ns
* Dominant combinational family: buffers and inverters
* Syn Std Cell Area at about 700 sq um
* Worst Skew at 0 ns
* Worst stage delay on the critical path at ~0.58 ns
* Grt ovf at 0
* Routed met2 length at between 1000 and 1500 um
* Unique cell types at 21
* CORE AREA at around 3400 sq um
* Top Family by Delay on Critical Path: simple AND/OR/NAND/NOR gates
* VDD IR max at roughly 0.058 mV
* Max-cap viol count at 0
* Layout Cells excl Fill at roughly 190
* GPL Wtd Cong at 0.7103
* Buffers on Ports at ~55
* Flops after synth at 9
* RSZ-0062 raised after global routing: false
* DP Wirelength at around 2200 um
* Adder Area Share at 0
* Top-area cell share at 0.2722
* Outcome: complete, no violations
* Worst path required time at roughly 3.7 ns
* HP Class: reg2reg
* Iter 0 DRT Violations at 20
* CTS clk-pin slew, worst paths at 0.06 ns
* Fin crit period at between 3 and 4 ns
* Max Clk Rate at roughly 250 MHz
* CTS Buf Count at 3
* Layout cells sized above 1 at 0.05755
* Die width at 80 um
* Storage cell area at roughly 180 sq um
* Fin. max-slew vios at 0
* Leading area contributor after synthesis: buf_4
* First-pass GRT wire length at approximately 3800 um
* Data arrival time of the critical path at between 3 and 4 ns
* Yosys synthesis warning count at around 130
* WL final at approximately 2500 um
* Clock Sinks at 9
* Gate Count Post-Synth at ~85
* Yosys aoi share at 0.1252
* Simple share at 0.2813
* Logic area at approximately 380 sq um
* Leakage power at approximately 0.46 nW
* Crit-path cells: clkdlybuf4s50_1 > nand4_1 > nor4_4 > and3_1 > and2_1 > clkdlybuf4s50_1
* Final setup fails at 0
* Clock latency (worst-skew pair) at 0.25 ns
* Synth Seq Share at 0.2613
* Met3 WL post-DR at between 200 and 250 um
* Top cells by area: buf_4, dfxtp_1, nand4_1, and2_1, a21oi_1
* Iteration count of the initial detailed-routing pass at 4
* # diodes at 0
-- power breakdown --
group / total, mW / internal [mW] / switching (mW)
sequential: 0.0779 / 0.0779 / 0.0000000767
clock: 0.0610 / 0.0334 / 0.0276
combinational: 0.0421 / 0.0298 / 0.0123
-- cell families after synthesis --
family | Yosys count
muxes | 1
and+or+nand+nor | 27
other | 1
AOI/OAI and AO/OA | 17
buffers and inverters | 30
DFF | 9
-- cell type report --
cell class / count / area share
Clock buffer: 4 / 0.02185
Inverter: 1 / 0.003122
Multi-Input combinational cell: 70 / 0.3195
Sequential cell: 9 / 0.1498
Tap cell: 46 / 0.04787
Timing Repair Buffer: 55 / 0.4579
-- worst paths after layout --
kind,to,cells after the start,startpoint
max reg2reg,ser.s_data_out[3]$_SDFFE_PP0P_,2,ser.s_data_out[3]$_SDFFE_PP0P_
min,ser.s_data_out[6]$_SDFFE_PP0P_,2,ser.s_data_out[6]$_SDFFE_PP0P_
max,readdata_out[1],6,addr_in[18]
min reg2reg,ser.s_data_out[6]$_SDFFE_PP0P_,2,ser.s_data_out[6]$_SDFFE_PP0P_
-- sequential cells by signal, summed over array words and instances (netlist names) --
name,flops
ser.s_data_out,8
ser.s_wren_out,1
-- synth_stat cells, drive strengths merged --
cell type and count:
mux2i 1, or4 1, inv 1, a21oi 8, and2 8, clkbuf 1, and3 1, nor2 2
nor3 1, nor4 1, conb 1, dfxtp 9, nand4 12, nand2 1, buf 28, o21ai 8
a31oi 1
-- worst min-delay path: cells and delay by family, from the launching register on --
family         cells  cell delay (ns)
flip-flops         1             0.31
AND-OR/OR-AND      2             0.12
-- per-layer routing --
layer	vias to the layer above	global-route usage
met4	0	0.007042
met1	327	0.08631
li1	359	-
met3	0	0.02386
met5	-	0
met2	43	0.1260
-- placed cells by master, fill, tap and decap left out --
| cell type | n |
|---|---|
| nand4_1 | 11 |
| and2_1 | 8 |
| nor4_4 | 1 |
| conb_1 | 25 |
| nor2_1 | 2 |
| and3_1 | 1 |
| nand4_2 | 1 |
| o21ai_1 | 8 |
| nand2_2 | 1 |
| dfxtp_1 | 9 |
| clkbuf_4 | 3 |
| clkdlybuf4s50_1 | 55 |
| clkbuf_1 | 1 |
| or4_4 | 1 |
| a21oi_1 | 8 |
| nor3_2 | 1 |
| a31oi_1 | 1 |
| mux2i_1 | 1 |
| inv_1 | 1 |
No activity file was given, so power comes from the tool's default toggle rates.
