==> flow/design.v <==
module mux2to1(selector, in0, in1, out);
	input selector;
	input[31:0] in0, in1;
	output reg [31:0] out;
	always @(selector or in0 or in1)
		if (selector) out = in1;
		else out = in0;
endmodule
==> flow/run.sh <==
#!/bin/bash
# OpenROAD 26Q1-2900-gdf79404cd8, Yosys 0.63+post, stock flow scripts
make -C /OpenROAD-flow-scripts/flow DESIGN_CONFIG=/design/flow/config.mk WORK_HOME=/design/flow/orfs finish
==> flow/config.mk <==
export PLATFORM = sky130hd
export DESIGN_NAME = mux2to1
export DESIGN_NICKNAME = mux2to1
export VERILOG_FILES = /design/flow/design.v
export SDC_FILE = /design/flow/constraint.sdc
export NUM_CORES = 4
export LEC_CHECK = 1
export CORE_AREA = 10 10 70 70
export DIE_AREA = 0 0 80 80
==> flow/constraint.sdc <==
current_design mux2to1

set clk_period 1.0
set clk_io_pct 0.2

create_clock -name clk0 -period $clk_period

set non_clock_inputs [all_inputs -no_clocks]
set_input_delay [expr $clk_period * $clk_io_pct] -clock clk0 $non_clock_inputs
set_output_delay [expr $clk_period * $clk_io_pct] -clock clk0 [all_outputs]
==> run notes <==
Results of the flow run.

0 antenna diodes ended up in the layout. The first global-routing pass estimated 4146 um of wire. The internal power stands at around 0.52 mW. The transition at the pin with the smallest max-transition slack stands at between 0.06 and 0.07 ns.

Once detail routing completed, the nets flagged for antenna violations numbered 0. The critical path contains buffers and inverters numbering 4 combined. Across all stage logs, warnings added up to 34. The data required time at the worst endpoint stands at 0.80 ns. The worst setup path is launched from an input port.

The detailed placer's ending HPWL stands at around 2400 um. The area growth from synthesis to layout is 212.0%. The routed layout reports a DRC error count of 0. The slowest stage of the critical path is the mux2_4 cell.

The type recorded for the worst min-delay path is in -> out. The switching power share of the total stands at 0.2133. The count of input and output buffers stands at ~97. Once iteration 0 of detailed routing completed, the report listed 4 DRC markers.

Across all checked pins, the minimum headroom to the slew limit is 0.9592. The count of pins over their slew limit stands at 0. For this sky-water flow run, the detailed-routed wirelength per cell is reported as between 10 and 15 um. In the post-synthesis netlist, the biggest area contributors are mux2_4 83%, buf_12 11%, mux2_2 4.1%, buf_6 2.1%. The most common logic cells in the final layout are 40 x dlygate4sd2_1, 32 x mux2_4, 29 x buf_6. After layout, the worst setup slack is -0.1754 ns.

The share of total power dissipated in sequential elements is 0. The tally of filler cells in the layout stands at around 330. The total number of vias stands at about 730. Total global-route track usage over all layers is 0.07873. The run finished, with violations left. The post-synthesis instance total stands at 36. Counting only logic cells after layout, the most numerous master is dlygate4sd2_1.

The total power after layout stands at about 0.66 mW. The switching power stands at roughly 0.14 mW. The report lists the number of standard-cell rows as 21. The final count of hold timing violations stands at 0.

The routed via count divided by cell count stands at between 3 and 4. The top fanout value on the critical path stands at 7. The count of placed standard cells in the final layout, fillers left out stands at 192. The worst setup path is of the in -> out kind. The largest incremental delay on the critical path stands at 0.30 ns. The minimum period implied by the final worst setup slack stands at between 1 and 1.5 ns.

The synthesized design spends more area on one cell type than any other, namely mux2_4. The total cell area reported by yosys after synthesis stands at between 500 and 600 um2. The kind of cell with the highest combined delay along the critical path is buffers and inverters. The synthesized netlist contains 4 unique library cells. Data arrives at the worst endpoint at 0.98 ns. STA classifies the critical path endpoint as an output pin. The cell total after placement stands at 177. The first-pass iteration count of the detailed router stands at 2. The post-route clock period utilization stands at 1.175. The count of flip-flops and latches stands at 0.

The weighted congestion reported at the end of routability-driven placement stands at 0.7595. The cell that appears most often on the critical path is buf_12. The report counts max-capacitance violations totalling 0.

Summed over all failing endpoints, the final setup total negative slack is -5.032 ns. The total overflow left after global routing is 0. The average footprint of a synthesized cell stands at 15.12 um2.

The report lists the cells along the critical path as buf_12, buf_12, buf_8, mux2_4, buf_6. Entering global routing, the biggest net connects 8 pins. The number of cells reported by Yosys stat comes to 36. Summed over all layers, the routed wires come to about 2800 um. The summed instance area of the synthesized netlist stands at 544.3 um2. The die covers about 0.0064 mm2. The initial antenna violation count came to 0. The share of cells above drive strength 1 stands at 0.5616. The die extent in y stands at 80 um. The flow reported a cell area power density of around 390 mW/mm2. The share of total power dissipated in combinational logic is 1.000. The sequential-to-total area share from yosys stat stands at 0. The clock tree buffer count of the final layout stands at 0. The leakage power stands at 0.9905 nW. The area inside the core boundary stands at approximately 0.0034 mm2. In this run the horizontal extent of the chip is ~80 um.

The count of final setup violators stands at 32. The fraction of the core area occupied by cells at floorplan stands at 0.1593. The peak ir drop on the vdd network stands at about 0.17 mV. The share of synthesized area in the top cell type comes to 0.8276.

The final reports fail on setup timing. The via count of the first global-routing pass stands at 824. Static timing analysis puts the maximum clock frequency at about 0.85 GHz.

Across the whole layout, storage elements account for 0 um2. Setup repair after global routing could not meet its margin everywhere. The count of synthesis-stage warnings from yosys stands at 1.

During I/O placement, the number of pins put on the boundary was between 90 and 100. The part of the total power dissipated in the clock network stands at 0.
tightest hold or removal path: stages:
cell	delay, ns
dlymetal6s2s_1	0.08
mux2_4	0.13
buf_2	0.08
Yosys cell counts (all sizes together):
master,number
buf,4
mux2,32
kinds of logic after synthesis:
| group | Yosys count | share of synthesized area |
|---|---|---|
| buffers and inverters | 4 | 0.1310 |
| muxes | 32 | 0.8690 |
metrics by stage:
step	hold slack [ns]	setup WS [ns]	cell area (um2)	util
5_1_grt	0.7141	-0.1938	1698	0.4971
3_3_place_gp	1.331	-0.4922	1536	0.4498
2_1_floorplan	0.4977	0.06690	544.3	-
6_report	0.6943	-0.1754	1698	0.4971
4_1_cts	0.8004	-0.1777	1607	0.4703
3_5_place_dp	1.335	-0.4966	1536	0.4498
path summary, 6_finish.rpt:
kind / from / to / cells past startpoint
max: selector / out[31] / 5
min: in0[24] / out[24] / 3
metal layers:
metal	part of all wire	GRT usage	up-vias
li1	-	-	362
met1	0.40	0.08965	317
met2	0.49	0.1429	51
met3	0.11	0.03068	0
met4	0	0	0
met5	0	0	-
final cells by class:
cell class         instances  area (um2)  area share
repair buffers           114        1160      0.6831
multi-input cells         32       480.5      0.2830
well taps                 46       57.56     0.03390
power by group through the flow:
stage | registers, mW | logic [mW] | clock network [mW]
6_report | 0 | 0.660 | 0
5_1_grt | 0 | 0.706 | 0
4_1_cts | 0 | 0.644 | 0
repair_timing:
| item | 4_1_cts | 5_1_grt |
|---|---|---|
| resized | 170 | 23 |
| gates cloned | 1 | 0 |
| endpoints found under the setup margin | 32 | 32 |
| pin swaps | 0 | 0 |
| buffers inserted | 14 | 0 |
| hold buffers | 0 | 0 |
No activity file was given, so power comes from the tool's default toggle rates.
