===== ./design.v =====
module register(
	input clk,
	input reset,
	input write_enable,
	input[4:0] read_reg1, read_reg2, write_reg,
	input[31:0] write_d,
	output[31:0] read_d1, read_d2
);
	reg[31:0] r[0:31];
	assign read_d1 = r[read_reg1];
	assign read_d2 = r[read_reg2];
	integer i;
	always @(posedge clk)
	begin
		if(reset)
			for (i = 0; i < 32; i=i+1)
				r[i] <= 0;
		if(write_enable)
			r[write_reg] <= write_d;
	end
endmodule

===== ./constraint.sdc =====
current_design register

set clk_period 9.2
set clk_io_pct 0.2

create_clock -name clk0 -period $clk_period [get_ports {clk}]

set non_clock_inputs [all_inputs -no_clocks]
set_input_delay [expr $clk_period * $clk_io_pct] -clock clk0 $non_clock_inputs
set_output_delay [expr $clk_period * $clk_io_pct] -clock clk0 [all_outputs]

===== ./config.mk =====
export PLATFORM = sky130hd
export DESIGN_NAME = register
export DESIGN_NICKNAME = register
export VERILOG_FILES = /design/flow/design.v
export SDC_FILE = /design/flow/constraint.sdc
export NUM_CORES = 4
export LEC_CHECK = 1
export CORE_UTILIZATION = 50

===== ./run.sh =====
#!/bin/bash
# OpenROAD 26Q1-2900-gdf79404cd8, Yosys 0.63+post, stock flow scripts
make -C /OpenROAD-flow-scripts/flow DESIGN_CONFIG=/design/flow/config.mk WORK_HOME=/design/flow/orfs finish

==> impl_metrics.toml <==
# yosys + openroad results
[outcome]
status = "complete, no violations"

[clock_network]
htreeDepth = 3
cts_resized = 0
cts_buffers = 116
clockBufferDepth = 3
hold_buffers = 0
cts_tree = "done"
cts_setup_buffers = 0
cts_root_buf = "clkbuf_16"
cts_sinks = 1024
clkTransAtPathRegs_ns = 0.06

[min_path]
worstHoldPathType = "input port to register"
hold_start = "write_d[6]"

[setup_path]
critical_path_arrival_ns = 5.30
required_ns = 7.36
worstSetupPathType = "input port to output port"
max_stage_delay_ns = 0.65
path_max_fanout = 38
crit_path_cell_trace = "clkdlybuf4s50_1, nor2b_4, buf_4, buf_4, a22o_1, nor3_1, a31oi_1, nand3_1, clkdlybuf4s50_1"
startpoint_type = "input port"
crit_path_end_kind = "output port"
cp_top_family = "buffers and inverters"
crit_slowest_cell = "buf_4"
crit_buf_inv = 4
startpoint = "read_reg1[0]"

[power_and_ir_drop]
ir_drop_mv = 0.181
pwr_density_cell_mw_per_mm2 = 186
power_leakage_nw = 24.2

[route]
via_per_inst = 6.19
wl_per_cell_um = 32.3
route.antenna.remaining_nets = 0
drc = 0
vias = 38200
routed_wl_um = 200000
first_pass_iters = 5
drtIter0Drc = 2414

[sta]
setup_viol = 0
worst_pin_slew_ns = 0.982
finalHoldViolations = 0
whs_ns = 2.08
max_freq_mhz = 140
drv_slew = 0
setup_tns_ns = 0
layout_min_cycle_time_ns = 7.14
slew-limit-headroom = 0.345
rsz0062_at_grt = "false"
fin_crit_sh = 0.777

[synthesis]
ys_seq_share = 0.547
synth-seq-cells = 1024
synth_area_leader_cell = "edfxtp_1"
ys_cells = 4637
syn_area_mm2 = 0.0563
synth_warnings = 1
area_leaders = "edfxtp_1 (55%), mux2i_1 (18%), and2_1 (11%)"
yosys_area_mm2 = 0.0563
avgSynthCellArea_um2 = 12.1
synth.distinct_cells = 27
syn_inst = 4637
synth_top_area_share = 0.547

[grt]
grt_usage = 0.384
grt_pass1_vias = 39100
grt.overflow.total = 0
grt_max_degree = 88
antenna_found_initial = 8
grt_first_pass_wirelength_um = 280000

[flow_run]
warnings = 26
maxCapViolCount = 0

[floorplanning]
ioPinCount = 114
die_h_um = 337
die_x_um = 337
placementRows = 122
core_mm2 = 0.111
fp-utilization = 0.506
die_area_mm2 = 0.114

[cells_and_area]
fill_cells = 9110
logic_area_mm2 = 0.0234
layout_top_cells = "mux2i_1 (1024), and2_1 (1024), edfxtp_1 (1024)"
area_growth_pct = 10.7
reg_top3 = "r (1024)"
regMostFlops = "r"
largest_reg_flops = 1024
ff_latch_area_mm2 = 0.0307
final_layout_size_suffix_gt1_frac = 0.0865

[placement]
place_congestion = 0.907
hpwl_um = 110000
io_buffers = 113
[cell type report]
type                    count  share of cell area
clock buffers             138              0.0486
multi-input cells        3165               0.376
clock inverters            75              0.0116
diodes                     13            0.000522
flip-flops and latches   1024               0.494
well taps                1488              0.0299
repair buffers            269              0.0401
[through the flow]
step | utilization | power, mW | setup WS [ns] | cells | cell area (µm²)
floorplan | - | 6.41 | 4.47 | 4637 | 56300
global placement | 0.527 | 7.01 | 2.20 | 5946 | 58500
detailed placement | 0.527 | 7.02 | 2.19 | 5946 | 58500
CTS | 0.560 | 11.6 | 2.17 | 6159 | 62300
global route | 0.560 | 11.9 | 1.96 | 6161 | 62300
finish | 0.561 | 11.6 | 2.06 | 6172 | 62300
[layer usage]
layer	GRT usage	part of all wire	vias to the layer above
li1	-	-	16900
met1	0.477	0.35	18400
met2	0.552	0.45	2392
met3	0.249	0.16	542
met4	0.151	0.047	16
met5	0.0106	0.00079	-
[synthesized netlist by cell type, drive strengths merged]
| cell | count |
|---|---|
| or3 | 1 |
| nand2 | 195 |
| a31oi | 64 |
| a22o | 128 |
| nand3b | 5 |
| or2 | 34 |
| clkbuf | 285 |
| nand3 | 194 |
| nor3 | 64 |
| buf | 163 |
| a22oi | 192 |
| mux2i | 1024 |
| edfxtp | 1024 |
| nor2 | 35 |
| nor2b | 4 |
| and2 | 1026 |
| a21oi | 192 |
| nand2b | 4 |
| or3b | 3 |
[cells by family (layout without fill, tap and decap cells)]
logic type      after synthesis  in the layout  share of synthesized area
flops                      1024           1024                      0.547
compound gates              576            576                     0.0698
simple gates               1565           1565                      0.160
mux                        1024           1024                      0.182
other cells                   0             13                          0
buf+inv                     448            482                     0.0409
[power breakdown]
| part | total [mW] | switching (mW) | leakage, nW | internal, mW |
|---|---|---|---|---|
| Sequential | 5.53 | 0.124 | 9.76 | 5.41 |
| Clock | 4.63 | 1.92 | 1.84 | 2.72 |
| Combinational | 1.42 | 0.917 | 12.6 | 0.505 |
[worst paths after layout]
path           to  depth (start not counted)
min      r[25][6]                          3
max   read_d1[15]                          9
Power and IR drop assume default switching activity.
